### flow/run.sh
#!/bin/bash
# OpenROAD 26Q1-2900-gdf79404cd8, Yosys 0.63+post, stock flow scripts
make -C /OpenROAD-flow-scripts/flow DESIGN_CONFIG=/design/flow/config.mk WORK_HOME=/design/flow/orfs finish
### flow/config.mk
export PLATFORM = sky130hd
export DESIGN_NAME = reg_file
export DESIGN_NICKNAME = reg_file
export VERILOG_FILES = /design/flow/design.v
export SDC_FILE = /design/flow/constraint.sdc
export NUM_CORES = 4
export LEC_CHECK = 1
export CORE_UTILIZATION = 50
### flow/constraint.sdc
current_design reg_file

set clk_period 2.2
set clk_io_pct 0.2

create_clock -name clk0 -period $clk_period [get_ports {clk}]

set non_clock_inputs [all_inputs -no_clocks]
set_input_delay [expr $clk_period * $clk_io_pct] -clock clk0 $non_clock_inputs
set_output_delay [expr $clk_period * $clk_io_pct] -clock clk0 [all_outputs]
### flow/design.v
module reg_file #(parameter pw=4)(
  input[7:0] dat_in,
  input      clk,
  input      wr_en,            
  input[pw:0] wr_addr,		   
              rd_addrA,		   
			  rd_addrB,
  output logic[7:0] datA_out,  
                    datB_out);
  logic[7:0] core[2**pw];     
  assign datA_out = core[rd_addrA];
  assign datB_out = core[rd_addrB];
  always_ff @(posedge clk)
    if(wr_en)				    
      core[wr_addr] <= dat_in; 
endmodule
==> flow_summary.json <==
{
  "cts_max_level": 4,
  "met1Wirelength_mm": 5.19,
  "synth.avg_cell_area_sq_um": 20.7,
  "fin_ws_ns": -0.0748,
  "failed_checks": "setup timing",
  "yosys_warnings": 1,
  "clk_pin_slew_ns": 0.06,
  "finalSetupViolations": 3,
  "crit_path_max_fanout": 2,
  "synthCells": 291,
  "cts_buffer_depth": 2,
  "finalCriticalPeriod_ns": 2.27,
  "num_vias": 3481,
  "cts_buffers": 17,
  "pre_cts_ws_ns": -0.606,
  "report.final.slew_viol_count": 0,
  "num_rows": 39,
  "antenna_found_initial": 0,
  "top_regs": "core x128",
  "ir_drop_mv": 0.503,
  "wl_met2_mm": 7.17,
  "drtIter0Drc": 127,
  "die_w_um": 112,
  "clockRootBuffer": "clkbuf_16",
  "rsz0062_at_grt": "true",
  "io_pins": 41,
  "cp.required_ns": 1.76,
  "arrival_ns": 1.83,
  "min_from": "dat_in[0]",
  "ys_seq_share_pct": 63.8,
  "crit_path_end_kind": "output pin",
  "dpl.hpwl_mm": 8.97,
  "tightest_slew_ns": 0.567,
  "grt_pass1_vias": 3948,
  "ys_seq_elements": 128,
  "numPortBuffers": 37,
  "fin_setup_tns_ns": -0.182,
  "grt_max_degree": 17,
  "largest_register": "core",
  "top_area_cell": "edfxtp_1",
  "hold_buffers": 0,
  "grt_overflow": 0,
  "outcome": "finished with violations",
  "die_h_um": 112,
  "hold_viol": 0,
  "drc": 0,
  "core_area_sq_mm": 0.0116,
  "hp-class": "primary input to flop",
  "fin_crit_sh_pct": 103,
  "fmax_mhz": 440,
  "place.gp.congestion": 0.845,
  "worst-setup-path-type": "flop to output pin",
  "tool_warnings": 30,
  "p_leak_nw": 2.74,
  "grt_pass1_wl_mm": 22.6,
  "power_density_mw_per_mm2": 786,
  "crit_path_start": "core[8][5]$_DFFE_PP_",
  "yosys_cells": 291,
  "antennaDiodeCount": 0,
  "synth.area.top_cells": "edfxtp_1 64%, mux4_2 13%, mux4_1 12%",
  "drt_first_pass_iters": 15,
  "largest_register_ffs": 128,
  "wl_per_cell_um": 26.2,
  "highest_layer": "met4",
  "route.met3.wl_mm": 2.08,
  "initCoreUtil_pct": 52.1,
  "ant_nets": 0,
  "groute.usage.overall_pct": 28.6,
  "cts_tree": "yes",
  "routed_wl_mm": 14.7,
  "syn_area_sq_mm": 0.00603,
  "cts_sinks": 128,
  "drive_above_1_share_pct": 54.3,
  "chipArea_sq_mm": 0.0125,
  "drv_cap": 0,
  "top_cell_area_share_pct": 63.8,
  "yosysUniqueCellTypes": 19,
  "slew_headroom_pct": 62.1,
  "syn_to_final_growth_pct": 30.9,
  "viasPerCell": 6.18,
  "ys_area_sq_mm": 0.00603,
  "crit_path_start_kind": "flop"
}
-- layer usage --
layer | global-route usage, % | up-vias
li1 | - | 1501
met1 | 40.3 | 1739
met2 | 41.3 | 219
met3 | 19.4 | 22
met4 | 4.77 | 0
met5 | 1.18 | -
-- what timing repair did --
action / 4_1_cts / 5_1_grt
setup buffers: 22 / 3
resized: 140 / 11
gates cloned: 6 / 0
pin swaps: 38 / 14
hold endpoints to repair: 0 / 0
endpoints found under the setup margin: 16 / 15
-- path summary, 6_finish.rpt --
kind,end,slack [ns],cells after the start
min,core[12][0]$_DFFE_PP_,0.96,1
max,datA_out[5],-0.07,5
-- final cells by class --
type | count | area [sq um]
sequential | 128 | 3840
fill | 741 | 3680
multi-input combinational | 143 | 2080
timing repair buffer | 117 | 1190
clock buffer | 17 | 425
tap | 143 | 179
clock inverter | 15 | 169
-- cells in the final DEF, fill, tap and decap left out, types with 2 or more instances in the layout --
cell type / count
a22oi_1: 4
a22oi_2: 28
and2_4: 2
buf_12: 14
buf_16: 4
buf_2: 13
buf_4: 59
buf_6: 2
bufbuf_16: 2
bufinv_16: 3
clkbuf_16: 17
clkbuf_2: 5
clkdlybuf4s50_1: 13
clkinv_1: 2
clkinv_2: 3
clkinv_4: 2
clkinvlp_4: 4
dlygate4sd2_1: 4
edfxtp_1: 128
mux4_1: 3
mux4_2: 59
mux4_4: 2
nand2_1: 16
nand2b_1: 2
nand3b_1: 2
nor2_1: 12
nor3_1: 4
-- stage by stage --
step | power [W] | utilization, % | hold slack (ns) | cells | instance area (sq um)
after floorplan | 0.00307 | - | 0.539 | 291 | 6030
final | 0.00620 | 68.2 | 0.956 | 563 | 7890
after CTS | 0.00622 | 68.1 | 0.984 | 560 | 7880
after detailed placement | 0.00335 | 59.6 | 1.43 | 502 | 6890
after global routing | 0.00639 | 68.2 | 1.01 | 563 | 7890
after global placement | 0.00334 | 59.6 | 1.36 | 502 | 6890
-- cell usage after synthesis (all sizes together) --
cell type,instances
and2b,2
clkdlybuf4s25,6
or3b,1
nand2,17
nor3,4
nor2,14
nand3,1
buf,14
nand3b,2
nand2b,2
edfxtp,128
mux4,64
and2,2
nor2b,2
a22oi,32
-- power breakdown --
part / switching (W) / internal [W]
combinational: 0.000286 / 0.000366
clock: 0.00102 / 0.00177
sequential: 0.0000203 / 0.00274
-- kinds of logic after synthesis --
| kind of cell | synth area share [%] |
|---|---|
| AOI/OAI and AO/OA | 3.99 |
| buffers and inverters | 2.87 |
| DFF | 63.8 |
| muxes | 25.7 |
| and+or+nand+nor | 3.61 |
-- critical path, stage by stage (launching register included) --
cell	delay (ns)
edfxtp_1	0.39
buf_4	0.15
mux4_2	0.48
a22oi_2	0.20
nand2_1	0.09
buf_2	0.12
Power figures rest on the tool's default switching activity, not on a simulated workload.
